[flow/config.mk]
export PLATFORM = sky130hd
export DESIGN_NAME = Module_of_product
export DESIGN_NICKNAME = Module_of_product
export VERILOG_FILES = /design/flow/design.v
export SDC_FILE = /design/flow/constraint.sdc
export NUM_CORES = 4
export LEC_CHECK = 1
export CORE_AREA = 10 10 395 395
export DIE_AREA = 0 0 405 405
[flow/constraint.sdc]
current_design Module_of_product

set clk_period 26.7
set clk_io_pct 0.2

create_clock -name clk0 -period $clk_period [get_ports {clk}]

set non_clock_inputs [all_inputs -no_clocks]
set_input_delay [expr $clk_period * $clk_io_pct] -clock clk0 $non_clock_inputs
set_output_delay [expr $clk_period * $clk_io_pct] -clock clk0 [all_outputs]
[flow/design.v]
module Module_of_product (
    input wire clk,                
    input wire rst,                
    input wire start,              
    input wire [256:0] Y,           
    input wire [256:0] N,           
    output wire [256:0] o_result,           
    output reg done                
);
    reg [256:0] current;            
    reg [256:0] current_nxt;        
    reg [8:0] counter;             
    reg [8:0] counter_nxt;         
    reg done_nxt;                  
    localparam IDLE = 2'b00;
    localparam COMPUTING = 2'b01;
    localparam FINISHED = 2'b10;
    reg [1:0] state;
    reg [1:0] next_state;
    reg init_computation;          
    reg init_computation_nxt;      
    reg update_current;           
    reg update_current_nxt;       
    assign o_result = current;
    always @(*) begin
        next_state = state;
        init_computation_nxt = 0;
        update_current_nxt = 0;
        done_nxt = 0;
        case (state)
            IDLE: begin
                if (start) begin
                    next_state = COMPUTING;
                    init_computation_nxt = 1;
                end
            end
            COMPUTING: begin
                update_current_nxt = 1;
                if (counter == 255) begin
                    next_state = FINISHED;
                    done_nxt = 1;
                end
            end
            FINISHED: begin
                next_state = IDLE;
                done_nxt = 0;
            end
            default: next_state = IDLE;
        endcase
    end
    always @(*) begin
        current_nxt = current;
        counter_nxt = counter;
        if (init_computation) begin
            current_nxt = Y;
            counter_nxt = 0;
        end
        if (update_current) begin
            if(current + current > N) begin
                current_nxt = (current + current) - N;   
            end
            else begin
                current_nxt = current + current;   
            end
            counter_nxt = counter + 1;
        end
    end
    always @(posedge clk or posedge rst) begin
        if (rst) begin
            state <= IDLE;
            init_computation <= 0;
            update_current <= 0;
            current <= 0;
            counter <= 0;
            done <= 0;
        end else begin
            state <= next_state;
            init_computation <= init_computation_nxt;
            update_current <= update_current_nxt;
            current <= current_nxt;
            counter <= counter_nxt;
            done <= done_nxt;
        end
    end
endmodule
[flow/run.sh]
#!/bin/bash
# OpenROAD 26Q1-2900-gdf79404cd8, Yosys 0.63+post, stock flow scripts
make -C /OpenROAD-flow-scripts/flow DESIGN_CONFIG=/design/flow/config.mk WORK_HOME=/design/flow/orfs finish
==> run notes <==
Figures from the implementation reports.

- After layout, the design draws a total of 1.23 mW.
- The number of warnings issued by yosys is 1.
- After filler insertion, the fill cell instance count of the layout stands at 16000.
- Entering global routing, the biggest net connects 94 pins.
- The worst hold path depth is 0.
- The top layer used by detailed routing reads met5.
- The count of buffers inserted at the top-level ports is 774.
- Per the post-run analysis, buffers plus inverters along the critical path come to 6.
- The average vias per placed instance reads 5.30.
- In this run, distinct cell masters in the synthesized netlist total 84.
- The number of buffers inserted during clock tree synthesis is 41.
- The number of antenna violations at the first check in global routing is 30.
- Between clock sinks in the finished design, the worst skew comes to 0.0405 ns.
- The worst hold path belongs to the class flop to flop.
- The dominant register cell reads sky130_fd_sc_hd__dfrtp_1.
- The wire length on met1 reads 82000 um.
- Ranking logic cells in the layout by count gives the top entries 774 x sky130_fd_sc_hd__clkdlybuf4s50_1, 723 x sky130_fd_sc_hd__nand2_1, 645 x sky130_fd_sc_hd__o21ai_0, 568 x sky130_fd_sc_hd__a21oi_1, 357 x sky130_fd_sc_hd__inv_1.
- The share of flip-flops with an asynchronous set or reset is 100%.
- The path depth of the worst reg2reg path is 20.
- Of the available clock period, the critical path in the final layout requires 44.7%.
- The global-route wire length before repair is 280000 um.
- TritonCTS built the clock tree.
- The pin slew with the least headroom to its limit is 1.02 ns.
- The shortest clock period the worst path allows after layout reads 11.92 ns.
- The number of endpoints failing setup at the final stage reads 0.
- The classification of the worst setup path reads primary input to flop.
- Among cell families on the critical path, the largest total delay comes from AND-OR/OR-AND gates.
- Leaving out filler cells and counting taps, the final layout contains 7553.
- Summed over all layers, the routed wires come to 196000 um.
- The flow ran to the end, and the final reports show no timing, DRC or antenna violations.
- The placer congestion estimate is 1.01.
- The overflow left after global routing is 0.
- The starting density of the core is 23.4%.
- The cell resize tally after clock tree synthesis reads 0.
- The signed area change from the synthesized netlist to the final layout reads 32.0%.
- The peak clock frequency supported by timing is 0.0839 GHz.
- The final route contains 40000 vias.
- The maximum level of the CTS H-tree reads 2.
- The maximum clock path buffer count is 3.
- The number of clock sinks is 271.
- The headroom to the max-slew limit is 31.2%.
- The number of buffers added for setup after CTS reads 0.
- The cell type with the highest occurrence count on the critical path reads sky130_fd_sc_hd__buf_4.
- The number of primary I/O pins is 775.
- After routing, the total negative slack on setup checks comes to 0 ns.
- Setup repair after global routing left no endpoint under its margin.
- The routed design uses 15200 um of met3 wire.
- The max-slew violation count reads 0.
- The number of max-cap violations reads 0.
- The slowest stage of the critical path is the sky130_fd_sc_hd__buf_4 cell.
- The synthesized netlist has a Yosys-reported chip area of 34500 sq um.
- The endpoint of the worst hold path is update_current$_DFF_PP0_.
- The chip area is 164000 sq um.
- In this run the worst path has a maximum fanout of 88.
- The share of the Yosys chip area taken by registers is 19.7%.
- The core area is 147000 sq um.
- The synthesized cell area is 34500 sq um.
- The count of mapped cells out of synthesis reads 4970.
- The remaining antenna violation count after routing is 0.
- The worst voltage drop across the vdd grid is 0.0406 mV.
- The element type at the critical path start reads a primary input.
- The detail-routed net length per standard cell is 25.9 um.
- The worst endpoint required time reads 27.15 ns.
- The count of routing violations after the opening detailed-route iteration is 3208.
- The static leakage reads 18.2 nW.
- The DRC violation total left in the routed layout is recorded as 0.
- The met2 wire length reads 92900 um.
- The post-synth count of flops with an enable pin is 0.
- The clock-pin slew on the worst setup and hold paths reads 0.05 ns.
- The longest incremental delay of any stage on the critical path is reported as 0.70 ns.
- The leading cell type in the layout, fill and taps excluded is sky130_fd_sc_hd__clkdlybuf4s50_1.
- The critical path goes through clkdlybuf4s50_1, inv_1, ha_1, a2111oi_0, o21ai_0, a21o_1, a211oi_1, o311a_1, o21ai_1, a31o_1, a21bo_2, a31oi_1, buf_4, or2_1, nand2b_1, a31oi_4, buf_4, buf_4, buf_4, o21ai_0, nand2_1, o21ai_0.
- The endpoint of the worst-slack reg-to-reg timing path reads current[57]$_DFFE_PP0P_.
- The combined global-route utilization of all metal layers reads 23.2%.
- The hold path startpoint reads state[2]$_DFF_PP0_.
- The critical path endpoint category reads a flop.
- The clock root buffer reads sky130_fd_sc_hd__clkbuf_16.
- In this run the register-to-register setup slack is 19.63 ns.
- The average size of a mapped cell is 6.94 sq um.
- The die extent in x reads 405 um.
- The data arrival time of the critical path is 12.37 ns.
- The post-detailed-placement half-perimeter wirelength reads 166000 um.
- The clock latency reported for the late side of the worst-skew pair reads 0.64 ns.
- The final-report hold violation count reads 0.
- The power density relative to cell area reads 26.9 nW/um^2.
- The first detailed-routing pass ran for 6 iterations.
- The via count of the first global-routing pass is 39800.
- The count of instantiated cells in the yosys netlist is 4970.
- The total placed cells including tap cells reads 7468.
- The launch point of the worst reg-to-reg path reads current[7]$_DFFE_PP0P_.
- In this run the tools logged warnings totalling 26.
- The row count reads 141.
- The fraction of layout instances using a drive strength above 1 is 3.16%.
- The synthesis stat section lists a flop and latch total of 271.
- Hold repair after CTS inserted 0 buffers.
- The vertical die dimension reads 405 um.
==> worst max path at each step <==
stage,start,to,slack (ns),cells past startpoint
final,N[8],current[57]$_DFFE_PP0P_,14.78,22
after global routing,N[8],current[59]$_DFFE_PP0P_,14.29,22
after CTS,N[8],current[57]$_DFFE_PP0P_,14.92,22
==> Yosys cell counts (20+ instances only) <==
library cell | count | area (sq um)
sky130_fd_sc_hd__nand2_1 | 723 | 2710
sky130_fd_sc_hd__o21ai_0 | 645 | 3230
sky130_fd_sc_hd__a21oi_1 | 568 | 2840
sky130_fd_sc_hd__inv_1 | 359 | 1350
sky130_fd_sc_hd__nor2_1 | 318 | 1190
sky130_fd_sc_hd__dfrtp_1 | 270 | 6760
sky130_fd_sc_hd__ha_1 | 259 | 3240
sky130_fd_sc_hd__mux2i_1 | 241 | 2410
sky130_fd_sc_hd__clkbuf_1 | 207 | 777
sky130_fd_sc_hd__xnor2_1 | 155 | 1360
sky130_fd_sc_hd__nand4_1 | 139 | 870
sky130_fd_sc_hd__a21o_1 | 117 | 878
sky130_fd_sc_hd__nor3_1 | 92 | 460
sky130_fd_sc_hd__xor2_1 | 90 | 788
sky130_fd_sc_hd__o21bai_1 | 83 | 623
sky130_fd_sc_hd__o211ai_1 | 71 | 533
sky130_fd_sc_hd__nand3_1 | 59 | 295
sky130_fd_sc_hd__o21a_1 | 54 | 405
sky130_fd_sc_hd__a31oi_1 | 38 | 238
sky130_fd_sc_hd__buf_2 | 37 | 185
sky130_fd_sc_hd__nor2b_1 | 36 | 225
sky130_fd_sc_hd__a211oi_1 | 33 | 248
sky130_fd_sc_hd__o31ai_1 | 33 | 248
sky130_fd_sc_hd__nand2b_1 | 27 | 169
sky130_fd_sc_hd__nor4_1 | 25 | 156
sky130_fd_sc_hd__a21boi_0 | 21 | 158
sky130_fd_sc_hd__a22oi_1 | 20 | 150
sky130_fd_sc_hd__or3_1 | 20 | 125
==> registers in the layout, summed over array words and instances, names as in the netlist <==
| signal | cells |
|---|---|
| counter | 9 |
| current | 257 |
| init_computation | 1 |
| state | 3 |
| update_current | 1 |
==> power breakdown <==
| part | internal [mW] | leakage, nW | switching [mW] | total [mW] |
|---|---|---|---|---|
| registers | 0.411 | 3.75 | 0.000346 | 0.411 |
| clock network | 0.336 | 0.666 | 0.242 | 0.579 |
| logic | 0.110 | 13.8 | 0.127 | 0.237 |
| total | 0.857 | 18.2 | 0.370 | 1.23 |
==> through the flow <==
stage / hold slack [ns] / worst slack [ns] / instance area (sq um) / utilization (%)
after floorplan: 0.367 / 13.89 / 34500 / -
after global placement: 0.382 / 13.14 / 44100 / 29.9
after detailed placement: 0.387 / 14.30 / 44100 / 29.9
after CTS: 0.405 / 14.92 / 45500 / 30.9
after global routing: 0.425 / 14.29 / 45500 / 30.9
final: 0.405 / 14.78 / 45500 / 30.9
==> logic make-up after synthesis <==
family,count (synthesis),synth area share [%]
buffers and inverters,623,6.93
multiplexers,244,7.09
XOR/XNOR,245,6.22
AND/OR/NAND/NOR,1513,19.6
AND-OR/OR-AND,1814,31.0
flip-flops,271,19.7
adder cells (fa/ha/maj),260,9.45
==> routing by layer <==
layer	vias up	track usage, %
li1	19100	-
met1	19200	30.8
met2	1514	38.1
met3	243	5.47
met4	22	5.80
met5	-	0
==> final cells by class <==
| class | instances | area, sq um | share of cell area (%) |
|---|---|---|---|
| Clock buffer | 51 | 1150 | 2.53 |
| Clock inverter | 19 | 228 | 0.500 |
| Sequential cell | 271 | 6790 | 14.9 |
| Inverter | 359 | 1360 | 2.98 |
| Multi-Input combinational cell | 4076 | 25400 | 55.7 |
| Antenna cell | 15 | 37.5 | 0.0824 |
| Timing Repair Buffer | 832 | 8200 | 18.0 |
| Tap cell | 1930 | 2410 | 5.30 |
Power and IR drop assume default switching activity.
