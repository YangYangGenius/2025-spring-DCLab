File: flow/design.v
module Button_Array(
    input i_clk,
    input i_rst_n,
    input [24:0] i_GPIO_BTN,
    output [24:0] o_down,
	output [24:0] o_pos,
	output [24:0] o_neg
);
parameter NUM_BTNS = 25; 
reg  [NUM_BTNS-1:0] down_r, pos_r, neg_r;
wire [NUM_BTNS-1:0] down_w, pos_w, neg_w;
assign o_down = down_r;
assign o_pos = pos_r;
assign o_neg = neg_r;
always_ff @(posedge i_clk or negedge i_rst_n) begin
	if (!i_rst_n) begin
		down_r <= 25'b0;
		pos_r <= 25'b0;
		neg_r <= 25'b0;
	end else begin
		down_r <= down_w;
		pos_r <= pos_w;
		neg_r <= neg_w;
	end
end
Debounce_GPIO debounce_0(
	.i_in(i_GPIO_BTN[0]),
	.i_clk(i_clk),
	.i_rst_n(i_rst_n),
	.o_debounced(down_w[0]),
	.o_pos(pos_w[0]),
	.o_neg(neg_w[0])
);
Debounce_GPIO debounce_1(
	.i_in(i_GPIO_BTN[1]),
	.i_clk(i_clk),
	.i_rst_n(i_rst_n),
	.o_debounced(down_w[1]),
	.o_pos(pos_w[1]),
	.o_neg(neg_w[1])
);
Debounce_GPIO debounce_2(
	.i_in(i_GPIO_BTN[2]),
	.i_clk(i_clk),
	.i_rst_n(i_rst_n),
	.o_debounced(down_w[2]),
	.o_pos(pos_w[2]),
	.o_neg(neg_w[2])
);
Debounce_GPIO debounce_3(
	.i_in(i_GPIO_BTN[3]),
	.i_clk(i_clk),
	.i_rst_n(i_rst_n),
	.o_debounced(down_w[3]),
	.o_pos(pos_w[3]),
	.o_neg(neg_w[3])
);
Debounce_GPIO debounce_4(
	.i_in(i_GPIO_BTN[4]),
	.i_clk(i_clk),
	.i_rst_n(i_rst_n),
	.o_debounced(down_w[4]),
	.o_pos(pos_w[4]),
	.o_neg(neg_w[4])
);
Debounce_GPIO debounce_5(
	.i_in(i_GPIO_BTN[5]),
	.i_clk(i_clk),
	.i_rst_n(i_rst_n),
	.o_debounced(down_w[5]),
	.o_pos(pos_w[5]),
	.o_neg(neg_w[5])
);
Debounce_GPIO debounce_6(
	.i_in(i_GPIO_BTN[6]),
	.i_clk(i_clk),
	.i_rst_n(i_rst_n),
	.o_debounced(down_w[6]),
	.o_pos(pos_w[6]),
	.o_neg(neg_w[6])
);
Debounce_GPIO debounce_7(
	.i_in(i_GPIO_BTN[7]),
	.i_clk(i_clk),
	.i_rst_n(i_rst_n),
	.o_debounced(down_w[7]),
	.o_pos(pos_w[7]),
	.o_neg(neg_w[7])
);
Debounce_GPIO debounce_8(
	.i_in(i_GPIO_BTN[8]),
	.i_clk(i_clk),
	.i_rst_n(i_rst_n),
	.o_debounced(down_w[8]),
	.o_pos(pos_w[8]),
	.o_neg(neg_w[8])
);
Debounce_GPIO debounce_9(
	.i_in(i_GPIO_BTN[9]),
	.i_clk(i_clk),
	.i_rst_n(i_rst_n),
	.o_debounced(down_w[9]),
	.o_pos(pos_w[9]),
	.o_neg(neg_w[9])
);
Debounce_GPIO debounce_10(
	.i_in(i_GPIO_BTN[10]),
	.i_clk(i_clk),
	.i_rst_n(i_rst_n),
	.o_debounced(down_w[10]),
	.o_pos(pos_w[10]),
	.o_neg(neg_w[10])
);
Debounce_GPIO debounce_11(
	.i_in(i_GPIO_BTN[11]),
	.i_clk(i_clk),
	.i_rst_n(i_rst_n),
	.o_debounced(down_w[11]),
	.o_pos(pos_w[11]),
	.o_neg(neg_w[11])
);
Debounce_GPIO debounce_12(
	.i_in(i_GPIO_BTN[12]),
	.i_clk(i_clk),
	.i_rst_n(i_rst_n),
	.o_debounced(down_w[12]),
	.o_pos(pos_w[12]),
	.o_neg(neg_w[12])
);
Debounce_GPIO debounce_13(
	.i_in(i_GPIO_BTN[13]),
	.i_clk(i_clk),
	.i_rst_n(i_rst_n),
	.o_debounced(down_w[13]),
	.o_pos(pos_w[13]),
	.o_neg(neg_w[13])
);
Debounce_GPIO debounce_14(
	.i_in(i_GPIO_BTN[14]),
	.i_clk(i_clk),
	.i_rst_n(i_rst_n),
	.o_debounced(down_w[14]),
	.o_pos(pos_w[14]),
	.o_neg(neg_w[14])
);
Debounce_GPIO debounce_15(
	.i_in(i_GPIO_BTN[15]),
	.i_clk(i_clk),
	.i_rst_n(i_rst_n),
	.o_debounced(down_w[15]),
	.o_pos(pos_w[15]),
	.o_neg(neg_w[15])
);
Debounce_GPIO debounce_16(
	.i_in(i_GPIO_BTN[16]),
	.i_clk(i_clk),
	.i_rst_n(i_rst_n),
	.o_debounced(down_w[16]),
	.o_pos(pos_w[16]),
	.o_neg(neg_w[16])
);
Debounce_GPIO debounce_17(
	.i_in(i_GPIO_BTN[17]),
	.i_clk(i_clk),
	.i_rst_n(i_rst_n),
	.o_debounced(down_w[17]),
	.o_pos(pos_w[17]),
	.o_neg(neg_w[17])
);	
Debounce_GPIO debounce_18(
	.i_in(i_GPIO_BTN[18]),
	.i_clk(i_clk),
	.i_rst_n(i_rst_n),
	.o_debounced(down_w[18]),
	.o_pos(pos_w[18]),
	.o_neg(neg_w[18])
);
Debounce_GPIO debounce_19(
	.i_in(i_GPIO_BTN[19]),
	.i_clk(i_clk),
	.i_rst_n(i_rst_n),
	.o_debounced(down_w[19]),
	.o_pos(pos_w[19]),
	.o_neg(neg_w[19])
);
Debounce_GPIO debounce_20(
	.i_in(i_GPIO_BTN[20]),
	.i_clk(i_clk),
	.i_rst_n(i_rst_n),
	.o_debounced(down_w[20]),
	.o_pos(pos_w[20]),
	.o_neg(neg_w[20])
);
Debounce_GPIO debounce_21(
	.i_in(i_GPIO_BTN[21]),
	.i_clk(i_clk),
	.i_rst_n(i_rst_n),
	.o_debounced(down_w[21]),
	.o_pos(pos_w[21]),
	.o_neg(neg_w[21])
);
Debounce_GPIO debounce_22(
	.i_in(i_GPIO_BTN[22]),
	.i_clk(i_clk),
	.i_rst_n(i_rst_n),
	.o_debounced(down_w[22]),
	.o_pos(pos_w[22]),
	.o_neg(neg_w[22])
);
Debounce_GPIO debounce_23(
	.i_in(i_GPIO_BTN[23]),
	.i_clk(i_clk),
	.i_rst_n(i_rst_n),
	.o_debounced(down_w[23]),
	.o_pos(pos_w[23]),
	.o_neg(neg_w[23])
);
Debounce_GPIO debounce_24(
	.i_in(i_GPIO_BTN[24]),
	.i_clk(i_clk),
	.i_rst_n(i_rst_n),
	.o_debounced(down_w[24]),
	.o_pos(pos_w[24]),
	.o_neg(neg_w[24])
);
endmodule
module Debounce_GPIO(
	input  i_in,
	input  i_clk,
	input  i_rst_n,
	output o_debounced,
	output o_neg,
	output o_pos
);
parameter CNT_N = 32767;
localparam CNT_BIT = $clog2(CNT_N+1);
wire inv_i_in;
assign inv_i_in = ~i_in;
logic debounced_r, debounced_w;
logic [CNT_BIT-1:0] counter_r, counter_w;
logic neg_r, neg_w, pos_r, pos_w;
assign o_debounced = debounced_r;
assign o_pos = pos_r;
assign o_neg = neg_r;
always_comb begin
	if(inv_i_in != debounced_r) begin
		counter_w = counter_r - 1;
	end
	else begin
		counter_w = CNT_N;
	end
end
always_comb begin
	if(counter_r == 0) begin
		debounced_w = inv_i_in;
		pos_w = ~debounced_r & inv_i_in;
		neg_w = debounced_r & ~inv_i_in;
	end
	else begin
		debounced_w = debounced_r;
		pos_w = 1'b0;
		neg_w = 1'b0;
	end
end
always_ff @(posedge i_clk or negedge i_rst_n) begin
	if (!i_rst_n) begin
		debounced_r <= '0;
		counter_r <= CNT_N;
		neg_r <= '0;
		pos_r <= '0;
	end else begin
		debounced_r <= debounced_w;
		counter_r <= counter_w;
		neg_r <= neg_w;
		pos_r <= pos_w;
	end
end
endmodule
File: flow/run.sh
#!/bin/bash
# OpenROAD 26Q1-2900-gdf79404cd8, Yosys 0.63+post, stock flow scripts
make -C /OpenROAD-flow-scripts/flow DESIGN_CONFIG=/design/flow/config.mk WORK_HOME=/design/flow/orfs finish
File: flow/config.mk
export PLATFORM = sky130hd
export DESIGN_NAME = Button_Array
export DESIGN_NICKNAME = Button_Array
export VERILOG_FILES = /design/flow/design.v
export SDC_FILE = /design/flow/constraint.sdc
export NUM_CORES = 4
export LEC_CHECK = 1
export CORE_UTILIZATION = 30
File: flow/constraint.sdc
current_design Button_Array

set clk_period 4.6
set clk_io_pct 0.2

create_clock -name clk0 -period $clk_period [get_ports {i_clk}]

set non_clock_inputs [all_inputs -no_clocks]
set_input_delay [expr $clk_period * $clk_io_pct] -clock clk0 $non_clock_inputs
set_output_delay [expr $clk_period * $clk_io_pct] -clock clk0 [all_outputs]
==> results.toml <==
# physical design summary
[drt]
antenna_cells = 0
viasPerCell = 4.81
drc_errors = 0
routed_wl_mm = 42.5
wl_per_cell_um = 12.5
dr.pass1.iters = 5
drtIter0Drc = 837
routed-via-count = 16338
postRouteAntennaNets = 0

[grt]
antenna_found_initial = 0
grt_pass1_wl_mm = 74.5
grt_overflow = 0
grt_usage = 0.104
grt_pass1_vias = 15655
grt_max_degree = 106

[logic_synthesis]
ys_warn_count = 2
ys_seq_frac = 0.545
synth.avg_cell_area_um2 = 11.2
netlist.area_leader.share = 0.395
synth_flops = 525
largest_area_cell = "dfstp_2"
syn_inst = 2229
ys_chip_area_um2 = 24900
topCellsByArea = "dfstp_2 (39%), dfrtp_1 (15%), mux2i_1 (5.1%)"
ys_cells = 2229
edf_count = 0
synth_top_flop_cell = "dfstp_2"
ys_async_sr_fraction = 1.00
synth_cell_types = 39
netlist_area_um2 = 24900

[pwr]
cellPowerDensity_nw_per_um2 = 347
p_leak_nw = 10.4
p_switching_mw = 2.23
sw_frac_of_total = 0.222
power_frac_seq = 0.479
peakVddDrop_mv = 0.267
p_clk_frac = 0.481
power.total_mw = 10.0
p_int_mw = 7.82
p_comb_frac = 0.040

[cells_and_area]
largestRegisters = "down_r (25), neg_r (25), pos_r (25)"
regArea_um2 = 13600
drive_gt1_frac = 0.253
n_fill_cell = 7721
final_util = 0.352
comb_area_um2 = 10300
final_cell_area_um2 = 29000
syn2layout_area_growth_pct = 16.1
final_cells = 3396

[critical_path]
path_cells = "clkdlybuf4s50_1"
startpoint_type = "flop"
path_max_fanout = 1
cp.arrival_ns = 1.47
cp_num_buf_inv = 1
rrSetupSlack_ns = 2.68
reg2reg_from = "debounce_19.counter_r[0]$_DFF_PN1_"
r2r_end = "debounce_19.counter_r[10]$_DFF_PN1_"
max_stage_delay_ns = 0.48
path_delay_family = "buffers and inverters"
critPathCaptureType = "output port"
slowest_stage = "clkdlybuf4s50_1"
cp.required_ns = 3.68
worstSetupPathType = "flop to output port"
path_depth = 1
endpoint = "o_pos[7]"
crit_path_start = "pos_r[7]$_DFF_PN0_"
r2r_cells = 5

[floorplan]
die_y_um = 290
die_area_um2 = 84300
die_x_um = 290
coreArea_um2 = 82200
rows = 105
ios = 102
fp-utilization = 0.303

[flow_run]
warnings = 77
cap_violations = 0

[timing]
finalClockPeriodUsage = 0.520
setup-violations-final = 0
hold_viol = 0
max_freq_ghz = 0.418
finalMaxSlewViolations = 0
skew_ns = 0.0252
postLayoutSetupSlackWorst_ns = 2.21
rsz0062_at_grt = "false"
worst_slew_pin_slew_ns = 0.632
fin_setup_tns_ns = 0
period_needed_ns = 2.39
hold_ws_ns = 0.296
maxSlewHeadroom = 0.579

[placed_design]
place_congestion = 0.804
dp_hpwl_mm = 26.9
placedInstanceArea_um2 = 26900
dp_slack_ns = 1.98
dp.cells = 3287
io_buffers = 101

[clock_network]
h-tree-depth = 2
post_cts_buffers = 0
root_buffer = "clkbuf_16"
hold_buffers = 0
clkTransAtPathRegs_ns = 0.06
clock-sinks = 525
clk_path_buf_depth = 3
cts_tree = "yes"
cts_inserted_buffers = 58
clk_latency_ns = 0.61
ctsResizeCount = 0

[run_status]
outcome = "finished clean"

[min_path]
min_path_type = "input pin to async pin"
-- cells in the mapped netlist (4+ instances only) --
| library cell | n |
|---|---|
| or3b_1 | 20 |
| and2_1 | 42 |
| or4_4 | 4 |
| o211ai_1 | 22 |
| nor4_2 | 34 |
| or3b_2 | 16 |
| nand4bb_1 | 4 |
| dfstp_2 | 375 |
| or4_1 | 140 |
| or4b_2 | 19 |
| nor4b_1 | 5 |
| nor4b_2 | 4 |
| nor2b_1 | 102 |
| clkinv_1 | 12 |
| clkbuf_1 | 100 |
| nor4_1 | 91 |
| buf_2 | 16 |
| or3_1 | 103 |
| mux2i_1 | 127 |
| nor2_1 | 115 |
| or2_2 | 28 |
| xnor2_1 | 34 |
| o31ai_1 | 112 |
| xor2_1 | 22 |
| ha_1 | 100 |
| nor3_1 | 4 |
| nand2_1 | 101 |
| o21ai_0 | 52 |
| nand3_1 | 134 |
| inv_1 | 124 |
| dfrtp_1 | 150 |
-- power by group through the flow --
stage	combinational (mW)	sequential, mW	clock, mW
global route	0.472	4.82	5.21
finish	0.401	4.81	4.83
CTS	0.415	4.81	5.04
-- cells in the final DEF, fill, tap and decap left out, types with 17 or more instances in the layout --
| cell type | instances |
|---|---|
| inv_1 | 124 |
| nor2b_1 | 102 |
| mux2i_1 | 127 |
| xnor2_1 | 34 |
| dfrtp_1 | 150 |
| nand3_1 | 134 |
| o31ai_1 | 112 |
| xor2_1 | 22 |
| or3_1 | 103 |
| and2_1 | 42 |
| o21ai_0 | 52 |
| clkbuf_16 | 58 |
| or2_2 | 28 |
| clkdlybuf4s50_1 | 100 |
| or3b_1 | 20 |
| clkbuf_8 | 17 |
| or4b_2 | 19 |
| nor4_2 | 34 |
| nand2_1 | 101 |
| o211ai_1 | 22 |
| dfstp_2 | 375 |
| nor2_1 | 115 |
| ha_1 | 100 |
| or4_1 | 140 |
| nor4_1 | 91 |
-- layer usage --
metal  wire (um)  GRT usage  vias up
met1       20600      0.160     7946
li1            -          -     8118
met3        1810     0.0205       62
met2       19200      0.158      212
met4         900     0.0198        0
met5           0          0        -
-- worst min-delay path by stage --
stage | startpoint | to | slack, ns | cells after the start
4_1_cts | i_rst_n | neg_r[4]$_DFF_PN0_ | 0.29 | 1
5_1_grt | i_rst_n | neg_r[4]$_DFF_PN0_ | 0.34 | 1
6_report | i_rst_n | neg_r[4]$_DFF_PN0_ | 0.30 | 1
-- layout make-up --
type                            instances  area share
Sequential cell                       525       0.470
Tap cell                             1070      0.0462
Multi-Input combinational cell       1447       0.357
Timing Repair Buffer                  109      0.0389
Clock inverter                         23      0.0105
Inverter                              136      0.0176
Clock buffer                           86      0.0596
-- logic make-up after synthesis --
logic type	count (synthesis)	synth area share
AOI/OAI and AO/OA	190	0.0522
xor gates and xnor gates	56	0.0197
adders and majority gates	100	0.0502
buffers and inverters	257	0.0401
DFF	525	0.545
muxes	127	0.0510
and+or+nand+nor	974	0.242
Power is estimated from default activity; no workload was simulated.
