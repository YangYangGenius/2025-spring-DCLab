[/design/flow/run.sh]
#!/bin/bash
# OpenROAD 26Q1-2900-gdf79404cd8, Yosys 0.63+post, stock flow scripts
make -C /OpenROAD-flow-scripts/flow DESIGN_CONFIG=/design/flow/config.mk WORK_HOME=/design/flow/orfs finish
[/design/flow/config.mk]
export PLATFORM = sky130hd
export DESIGN_NAME = SoundEffects
export DESIGN_NICKNAME = SoundEffects
export VERILOG_FILES = /design/flow/design.v
export SDC_FILE = /design/flow/constraint.sdc
export NUM_CORES = 4
export LEC_CHECK = 1
export CORE_UTILIZATION = 40
[/design/flow/constraint.sdc]
current_design SoundEffects

set clk_period 3.6
set clk_io_pct 0.2

create_clock -name clk0 -period $clk_period [get_ports {i_clk}]

set non_clock_inputs [all_inputs -no_clocks]
set_input_delay [expr $clk_period * $clk_io_pct] -clock clk0 $non_clock_inputs
set_output_delay [expr $clk_period * $clk_io_pct] -clock clk0 [all_outputs]
[/design/flow/design.v]
import sound_pkg::*;
module SoundEffects(
    input         i_clk,       
    input         i_rst_n,     
    input  [32:0] i_data,  
    input  [19:0] time_r,  
    input         play_what_is_stored,    
	input signed [15:0] i_SRAM_DQ,
    output [19:0] o_SRAM_ADDR,
    output [15:0] o_sound_effects  
);
wire [4:0] BtnID = i_data[24:20];  
wire [19:0] sound_start_addr = sound_pkg::SOUND_ADDR[BtnID];  
wire [19:0] sound_length = sound_pkg::SOUND_LENGTH[BtnID];  
wire [19:0] addr = sound_start_addr + time_r - i_data[19:0];
wire [19:0] o_SRAM_ADDR_w = (play_what_is_stored) ? time_r : addr;  
reg [19:0] o_SRAM_ADDR_r;
assign o_SRAM_ADDR = o_SRAM_ADDR_r;
wire [19:0] end_time = i_data[19:0] + sound_length;
wire should_output_something_w = (i_data != 0) && ((i_data[32] == 0)) && (time_r >= i_data[19:0]) && (time_r[18:0] < end_time);
reg should_output_something_r;
wire [1:0] volume_w = i_data[28:27];  
reg [1:0] volume_r;  
assign o_sound_effects = (play_what_is_stored || should_output_something_r) ? 
                            i_SRAM_DQ >>> volume_r : 0;  
always_ff @(posedge i_clk or negedge i_rst_n) begin
    if (!i_rst_n) begin
        o_SRAM_ADDR_r <= 0;
        should_output_something_r <= 0;  
        volume_r <= 0;  
    end else begin
        o_SRAM_ADDR_r <= o_SRAM_ADDR_w;  
        should_output_something_r <= should_output_something_w;  
        if (play_what_is_stored) begin
            volume_r <= 0;  
        end else begin
            volume_r <= volume_w;  
        end
    end
end
endmodule
==> flow_metrics.tcl <==
# implementation run metrics
set metrics [dict create \
    die_height_um 88.3 \
    dieArea_um2 7800 \
    fin_util_pct 58.1 \
    area_inside_the_core_boundary_um2 7210 \
    synth.largest_area_cell "dfrtp_1" \
    vdd.ir_drop.worst_v 0.000164 \
    max-slew-margin-rel_pct 46.3 \
    fmaxAchievable_mhz 306 \
    grt_start_max_net_pins 36 \
    antenna_cells 0 \
    dp_cells 539 \
    first_pass_iters 4 \
    drt.antenna.violating_nets 0 \
    drive_gt1_share_pct 7.88 \
    timing.hold.worst.class "in2async" \
    pin_count 108 \
    hpwl_um 6780 \
    setup_violation_total_in_the_final_timing_report 0 \
    critPathRequiredTime_ns 3.79 \
    biggest_cell_delay_along_the_critical_path_ns 0.56 \
    post-synth-top-count-cell "ha_1" \
    cp-start-kind "input pin" \
    worstPathCellList "clkdlybuf4s50_1, inv_1, ha_1, fa_1, and3_1, o211ai_1, a31oi_1, o2111ai_1, and3_1, o31ai_1" \
    post_cts.repair.setup_buffers 0 \
    rsz0062_at_grt "false" \
    grt_remaining_overflow 0 \
    timing_worst_slew_pin_value_ns 0.805 \
    syn-instance-count 337 \
    mappedNetlistArea_um2 2980 \
    cp_max_fo 4 \
    initCoreUtil_pct 41.3 \
    tritoncts_clock_tree "done" \
    clock_tree_buffer_depth 2 \
    ff_type "dfrtp_1" \
    synth-edff-count 0 \
    endpoint_kind "register" \
    warnings 36 \
    detail_route.wl_per_cell_um 15.3 \
    cts.sinks 23 \
    clockRootBuffer "clkbuf_8" \
    drc_errors 0 \
    most_repeated_library_cell_on_the_critical_path "and3_1" \
    timing.critical_path.slowest_stage_cell "fa_1" \
    yosys_warnings 6 \
    max_cap_violations 0 \
    synth-seq-area-share_pct 19.3 \
    synth_stat.cells 337 \
    io_buffer_count 107 \
    endpoint_arrival_time_on_the_critical_path_ns 3.46 \
    whs_ns 0.796 \
    total_leakage_power_nw 1.83 \
    grt_antenna_before_repair 0 \
    cts.reportedPaths.clkPinSlew_ns 0.11 \
    post-synth-top-area-fraction_pct 19.3 \
    fp.dieW_um 88.3 \
    grtUsageTotal_pct 22.9 \
    area.growth.synth_to_final_pct 40.6 \
    rows 31 \
    powerDensity_nw_per_um2 251 \
    outcome "complete, no violations" \
    synth.avg_cell_area_um2 8.85 \
    setup_total_negative_slack_ns 0 \
    dr.first_iter.drc_count 101 \
    yosys-stat-area_um2 2980 \
    wl_final_um 8320 \
    final-instance-count-excl-fill 543 \
    htree_levels 1 \
    layout_worst_path_cycle_share_pct 90.8 \
    cts_resized 0 \
    routed_via_density 5.27 \
    final_period_minus_worst_setup_slack_ns 3.27 \
    final.fill_count 654 \
    route.vias.total 2861 \
    ys.flops 23 \
    finalWeightedCongestion 0.866 \
    grt_first_pass_wirelength_um 13400 \
    top_cells_by_area "dfrtp_1 19%, ha_1 16%, mux4_2 9.1%" \
    timing_max_transition_violations_final 0 \
    grt_pass1_vias 2814 \
    netlist_top_cells_count "39 x ha_1, 38 x inv_1, 28 x nand2_1" \
    yosys.cell_types.count 57 \
    post-layout-total-power_mw 1.05 \
    timing.final.hold_violations 0 \
    crit_type "in2reg" \
    cts_hold_fix_bufs 0 \
    ys_async_sr_fraction_pct 100 \
    tritoncts.num_buffers 3 \
]
-- worst max-delay path, delay by kind of cell --
kind,cells,cell delay (ns)
AND-OR/OR-AND,4,1.00
adder cells (fa/ha/maj),2,0.79
AND/OR/NAND/NOR,2,0.41
buffers and inverters,2,0.53
-- cell families (layout without fill, tap and decap cells) --
family                   Yosys count  count (layout)  synth area share (%)
XOR/XNOR                           9               9                  2.90
multiplexers                      15              15                  10.2
adder cells (fa/ha/maj)           47              47                  21.7
buffers and inverters             50             157                  7.93
flip-flops                        23              23                  19.3
AND/OR/NAND/NOR                  107             107                  19.0
AND-OR/OR-AND                     86              86                  19.0
-- registers in the layout, summed over array words and instances, names as in the netlist --
| name | flops |
|---|---|
| o_SRAM_ADDR_r | 20 |
| volume_r | 2 |
| should_output_something_r | 1 |
-- layout make-up --
type	count	area, um2	area share (%)
Inverter	38	143	3.40
Sequential cell	23	576	13.7
Timing Repair Buffer	115	1130	27.0
Clock inverter	1	7.51	0.179
Tap cell	99	124	2.96
Multi-Input combinational cell	264	2170	51.8
Clock buffer	3	41.3	0.985
-- path summary, 6_finish.rpt --
kind	from	slack, ns	end
max	i_data[2]	0.33	o_SRAM_ADDR_r[14]
min	i_rst_n	0.80	o_SRAM_ADDR_r[10]
max in group asynchronous	i_rst_n	2.54	o_SRAM_ADDR_r[18]
min in group clk0	time_r[0]	0.90	o_SRAM_ADDR_r[0]
-- power breakdown --
| group | internal (mW) | total [mW] | switching [mW] |
|---|---|---|---|
| clock network | 0.0788 | 0.184 | 0.105 |
| registers | 0.293 | 0.308 | 0.0155 |
| logic | 0.320 | 0.561 | 0.241 |
| total | 0.692 | 1.05 | 0.362 |
-- layout by cell type (no fill, tap or decap), types with 2 or more instances in the layout --
cell and n:
o21ai_0 22, mux4_2 12, and3_1 4, a31oi_1 6
nand2b_1 2, a31o_2 2, clkbuf_8 3, inv_1 38
ha_1 39, o21a_1 3, clkdlybuf4s50_1 107, o2111ai_1 4
o211ai_1 3, a21o_1 7, xnor2_1 4, and4_1 2
o31ai_1 3, nand2_1 28, nand3_1 5, o311a_1 2
nor3_1 3, nor2_1 20, o22ai_1 2, a211oi_1 2
nand3b_1 2, xor2_1 4, nor4_1 10, dfrtp_1 23
buf_4 8, nand4_1 5, nor2b_1 18, mux2_2 2
a21oi_1 19, fa_1 8
-- through the flow --
stage	area, um2	setup WS [ns]
after CTS	4190	0.379
after global routing	4190	0.167
final	4190	0.331
after global placement	4140	0.0637
after floorplan	2980	0.847
after detailed placement	4140	0.116
-- routing by layer --
layer  vias to the layer above  routed length (um)  track usage, %
met4                         0                  97            2.93
met3                         8                 456            3.69
met1                      1325                3970            34.7
met2                        93                3800            36.4
met5                         -                   0               0
li1                       1435                   -               -
Power and IR drop assume default switching activity.
